==> design/flow/design.v <==
module branch_logic (
    input signed [31:0] d1,
    input signed [31:0] d2,
    input [31:0] imm,
    input [31:0] pc,
    input [2:0] funct3,
    output [31:0] pc_new
);
reg condition;
always @ (*) begin
    case(funct3)
      3'b000 :   condition = d1 == d2;
      3'b001 :   condition = d1 != d2;
      3'b010 :   condition = d1 < d2; 
      3'b100 :   condition = d1 < d2;
      3'b101 :   condition = d1 >= d2;
      default: condition = 0;
    endcase
end
assign pc_new = condition ? pc + imm : pc + 4;
endmodule
==> design/flow/run.sh <==
#!/bin/bash
# OpenROAD 26Q1-2900-gdf79404cd8, Yosys 0.63+post, stock flow scripts
make -C /OpenROAD-flow-scripts/flow DESIGN_CONFIG=/design/flow/config.mk WORK_HOME=/design/flow/orfs finish
==> design/flow/config.mk <==
export PLATFORM = sky130hd
export DESIGN_NAME = branch_logic
export DESIGN_NICKNAME = branch_logic
export VERILOG_FILES = /design/flow/design.v
export SDC_FILE = /design/flow/constraint.sdc
export NUM_CORES = 4
export LEC_CHECK = 1
export CORE_UTILIZATION = 50
==> design/flow/constraint.sdc <==
current_design branch_logic

set clk_period 12.0
set clk_io_pct 0.2

create_clock -name clk0 -period $clk_period

set non_clock_inputs [all_inputs -no_clocks]
set_input_delay [expr $clk_period * $clk_io_pct] -clock clk0 $non_clock_inputs
set_output_delay [expr $clk_period * $clk_io_pct] -clock clk0 [all_outputs]
==> changes_impl.md <==
## Implementation

* Status: finished clean
* FF+latch count at 0
* Core Area at 0.00646 sq mm
* Number of cells in Yosys stat at just under 500
* DRC at 0
* DPL Wire Length at 8280 microns
* Worst setup SP type: primary input
* Placer Congestion at 0.938
* Hold Fails Final Rpt at 0
* Yosys chip area at about 0.0034 sq mm
* Final Slew Violations at 0
* Gate Count Post-Synth at 494
* Site Rows at 29
* Top Layer Used: met4
* Routed WL at 9470 microns
* Vias in the first global route at 3597
* CP required at 9.60 ns
* Pin count of the biggest net entering global routing at roughly 48
* Worst min path class: in -> out
* Post-cts hold-fix buffer tally at 0
* Finished Layout Cells at 724
* Tmin final at 8.55 ns
* Cell area power density at between 40 and 50 mW/mm^2
* Min-delay src: pc[31]
* Die Span Y at 84.5 microns
* Crit path launch: d2[14]
* Dominant logic cell types in the final layout: 163 x clkdlybuf4s50_1, 64 x ha_1, 46 x nand2_1, 44 x inv_1, 42 x a21oi_1
* Fin worst setup slack at 3.45 ns
* Register area at 0 sq um
* F_max at approximately 120 MHz
* CP Class: in -> out
* Syn_area_per_cell at a little under 7 sq um
* GRT Total Usage at 0.263
* Die width at 84.5 microns
* Pre-CTS setup slack at 3.42 ns
* Global-route wire length before repair at 15700 microns
* CP endpoint kind: output pin
* Area delta synth->final at 48.9%
* Least-Margin Pin Slew at slightly above 0.6 ns
* Crit path DAT at ~6.2 ns
* Unique cell types at 55
* Die ar. at 0.00714 sq mm
* Log Warnings at 33
* Congestion Overflow GR at 0
* Fraction of layout cells with a size suffix above 1 at 0.0355
* Via count at 4018
* Port bufs at 163
* Setup TNS at 0 ns
* Period utilisation layout at 0.713
* Leakage dissipation at roughly 2.3 nW
* Antenna Cells at 0
* Antenna-violating nets left at 0
* Drt pass-1 iters at 26
* Synth Warn # at 1
* Top cells by area: ha_1 24%, xnor2_1 6.9%, a21oi_1 6.2%
* Maxcap violations at 0
* I/O pins at between 150 and 200
* Max VDD drop at 0.0000281 V
* Synth Seq Share at 0
* Cell taking the most area after synthesis: ha_1
* Final Util at 0.784
* M1 WL at around 4500 microns
* Worst-path fanout max at 47
* # Post-CTS Setup Buffers at 0
* Max-area cell share at 0.235
* Initial antenna violation count at 0
* Avg WL per Cell at 13.1 microns
* Drt initial violations at 160
* Slew margin rel. at 0.596
* Setup violators final at 0
* Vias per cell at about 5.5
* Synth Cell Area at 0.00340 sq mm
* WL met3 at between 700 and 800 microns
* CTS resizes at 0
* RSZ-0062 raised after global routing: no
* Most used logic cell in the final layout: clkdlybuf4s50_1
* Init Core Util at 0.527
* Routed wl met2 at around 4000 microns
* Placed cells at 724
* Clock buffer count at 0
## metrics by stage
step	area, sq um	power [mW]	hold slack [ns]
after floorplan	3400	0.119	4.83
after global placement	5070	0.216	5.73
after detailed placement	5070	0.219	5.73
after CTS	5070	0.220	5.73
after global routing	5070	0.243	5.75
final	5070	0.220	5.73
## metal layers
metal,vias up,track usage
met1,1770,0.403
met3,28,0.00797
met2,129,0.433
met4,0,0.0185
li1,2091,-
met5,-,0
## power breakdown
group          internal [mW]  switching [mW]  leakage [nW]
Sequential                 0               0             0
Clock                      0               0             0
Combinational          0.127          0.0931          2.25
## cell usage after synthesis (6+ instances only)
cell type,count
clkbuf_1,6
o21ai_1,9
or3_1,6
ha_1,64
a21boi_0,7
nor2b_1,7
and2_1,6
o21a_1,7
nand4_1,13
o21ai_0,18
mux2i_1,9
nand2_1,46
a21o_1,16
a21oi_1,42
nand3_1,22
nor2_1,31
o211ai_1,6
and3_1,7
xor2_1,23
nand2b_1,9
a211oi_1,7
inv_1,44
xnor2_1,27
## kinds of logic (layout without fill, tap and decap cells)
kind of cell,count (synthesis),count (layout),synth area share
adders and majority gates,65,65,0.241
AOI/OAI and AO/OA,139,139,0.266
xor gates and xnor gates,50,50,0.129
and+or+nand+nor,174,174,0.263
buffers and inverters,56,209,0.0721
muxes,10,10,0.0298
## layout make-up
type,count,area [sq um]
Timing Repair Buffer,165,1650
Multi-Input combinational cell,438,3160
Fill cell,442,1390
Tap cell,77,96.3
Inverter,44,165
## critical path: stages
cell,delay (ns)
clkdlybuf4s50_1,0.45
inv_1,0.04
ha_1,0.31
nand4_1,0.15
or4_4,0.58
a21o_1,0.17
a31oi_1,0.18
o31a_1,0.18
a311o_1,0.18
or2_2,0.10
buf_4,0.44
o311ai_0,0.27
o22ai_2,0.19
clkdlybuf4s50_1,0.51
## final timing paths
kind	to	slack [ns]	cells past startpoint
setup / recovery	pc_new[24]	3.45	14
hold / removal	pc_new[31]	5.73	3
Power is estimated from default activity; no workload was simulated.
