File: flow/design.v
module alu (
    input [3:0] alu_ctl,
    input [31:0] a,
    input [31:0] b,
    output reg [31:0] o,
    output zero
);
always @ (*)
begin
    case( alu_ctl )
    4'b0000 : o = a + b;  
    4'b0001 : o = a - b;  
    4'b0010 : o = ~a; 
    4'b0011 : o = a << b;  
    4'b0100 : o = a >> b;  
    4'b0101 : o = a & b;  
    4'b0110 : o = a | b;  
    4'b0111 : begin  
        if (a<b) o = 32'd1;
        else o = 32'd0;
    end
    4'b1001 : begin   
        if (a<b) o = 32'd1;
        else o = 32'd0;
    end
    4'b1010 : o = a ^ b;  
    default: o = a + b;
    endcase
end
assign zero = (o == 32'd0) ? 1'b1 : 1'b0;
endmodule
File: flow/run.sh
#!/bin/bash
# OpenROAD 26Q1-2900-gdf79404cd8, Yosys 0.63+post, stock flow scripts
make -C /OpenROAD-flow-scripts/flow DESIGN_CONFIG=/design/flow/config.mk WORK_HOME=/design/flow/orfs finish
File: flow/config.mk
export PLATFORM = sky130hd
export DESIGN_NAME = alu
export DESIGN_NICKNAME = alu
export VERILOG_FILES = /design/flow/design.v
export SDC_FILE = /design/flow/constraint.sdc
export NUM_CORES = 4
export LEC_CHECK = 1
export CORE_UTILIZATION = 50
File: flow/constraint.sdc
current_design alu

set clk_period 11.9
set clk_io_pct 0.2

create_clock -name clk0 -period $clk_period

set non_clock_inputs [all_inputs -no_clocks]
set_input_delay [expr $clk_period * $clk_io_pct] -clock clk0 $non_clock_inputs
set_output_delay [expr $clk_period * $clk_io_pct] -clock clk0 [all_outputs]
==> results.txt <==
Flow results are below.

- Detailed placement reports a standard cell area of 10600 um2.
- The via count of the first global-routing pass is roughly 11000, for reference.
- The leakage power figure is between 4 and 5 nW, for reference.
- The final tally of max-slew violations is 0, for reference.
- According to the Yosys statistics, the synthesized design has a chip area of approximately 9700 um2.
- The DRC violation count after routing is 0, for reference.
- The count of endpoints failing setup in the final report is 0, for reference.
- The pre-CTS setup check shows a worst slack of roughly 1.7 ns.
- The critical path goes through clkdlybuf4s50_1 -> buf_4 -> clkinv_1 -> ha_1 -> or2b_2 -> a21oi_1 -> o31a_4 -> nor4_4 -> a221oi_4 -> a221o_2 -> a221o_1 -> or4b_1 -> nor4_1 -> nand4b_1 -> and4bb_1 -> clkdlybuf4s50_1.
- The first-pass detailed-route iteration total is 8, for reference.
- The total wire length is 44.2 mm, for reference.
- The fraction of post-synthesis cell area in the top cell type by area is 13.0%, for reference.
- The number of buffers and inverters on the critical path is 4.
- The post-cts hold-fix buffer tally is 0, for reference.
- The cell area after layout is 10600 um2, for reference.
- The peak fanout along the critical path is 34, for reference.
- The script computed the net switching share of total power as between 50 and 60%.
- The most frequently used library cell after synthesis is nand2_1.
- The overall chip area is 19900 um2, for reference.
- The worst hold path class is primary input to output pin, for reference.
- The power report attributes to the sequential group a share of 0%.
- The post-cts sizing count is 0, for reference.
- Counting instances in the post-synthesis netlist gives the leading cell types as nand2_1 (137), a21oi_1 (116), nor2_1 (100).
- The detail route stage leaves a number of antenna-violating nets equal to 0.
- The required time at the worst-slack endpoint is 9.52 ns, for reference.
- The dominant cell type by area after synthesis is mux4_2, for reference.
- The total vias in the final route is roughly 12000, for reference.
- The flow reported a cell area power density of just under 50 nW/um2.
- In this build the clock could be raised as far as 97.1 MHz.
- The switching component of the power was reported as 0.306 mW.
- The number of clock buffers in the layout is 0, for reference.
- Per the gpl log, the routability congestion estimate is ~1.1.
- Global routing used between 40 and 50% of the available tracks.
- Yosys stat counts 1346 cells in the synthesized netlist.
- Pin placement for this block handled 101 I/O pins.
- The minimum period implied by the final worst setup slack is roughly 10 ns, for reference.
- The core box area is 18800 um2, for reference.
- The type of element launching the critical path is a primary input, for reference.
- In this run the layout overhead on the synthesized area is reported as 9.70%.
- Port buffering added a little over 100 buffers.
- The worst-case max-slew headroom was logged as between 30% and 40%.
- A synthesized cell averages around 7 um2.
- Setup repair after global routing left no endpoint under its margin.
- The number of flip-flops and latches is 0, for reference.
- The number of hold-slack violations in the final timing report is 0, for reference.
- After global routing the overflow that remains totals 0.
- The horizontal die dimension reported for this design is 141 um.
- STA classifies the critical path endpoint as an output pin.
- Measured along the y axis, the die boundary spans approximately 140 um.
- At the pin with the least slew margin, the transition time is 1.03 ns.
- The first global-routing pass estimated between 60 and 70 mm of wire.
- The sequential cell area in the final layout is 0 um2, for reference.
- The worst hold margin is between 6 and 7 ns, for reference.
- The count of cells in the finished layout, fillers not included, comes to between 1500 and 2000.
- The final worst-path setup slack is roughly 1.6 ns, for reference.
- The tool flagged a number of max-cap violations equal to 0.
- The number of buffers inserted by post-CTS setup repair is 0, for reference.
- The final layout reports a setup TNS of 0 ns.
- The maximum number of pins on one net before global-route repair is about 55, for reference.
- The synthesis report lists the most area-consuming cells as mux4_2 (13%), ha_1 (12%), a21oi_1 (6.0%), nand2_1 (5.3%), mux2i_1 (4.9%).
- The fraction of layout cells with a size suffix above 1 is 11.3%, for reference.
- Synthesis produced between 1000 and 1500 cells.
- The number of warnings reported in the stage logs is 97.
- TritonRoute output was used to compute an average wire per cell of between 20 and 30 um.
- The share of the clock period used by the worst path after layout is between 80% and 90%, for reference.
- The synthesized netlist contains 99 unique library cells.
- Per the power-grid run, VDD falls by no more than around 0.027 mV.
- The share of the Yosys chip area taken by registers is 0%.
- The fraction of power consumed by the clock network is 0%, for reference.
- Combinational logic is responsible for 100.0% of the overall power.
- For this run, the detailed router reports a per-instance via density of slightly above 7.
- The delay of the slowest critical-path stage is 0.56 ns, for reference.
- The slowest library cell on the worst path is ha_1, for reference.
- The initial antenna violation count came to 2.
- Once the floorplan was initialized, standard cells occupied approximately 50% of the core.
- The worst setup path is of the primary input to output pin kind.
- Per STA, the worst path accumulates the most delay in the family simple AND/OR/NAND/NOR gates.
- The flow ran to the end, and the final reports show no timing, DRC or antenna violations.
- The number of warnings issued by yosys is 1, for reference.
- The first routing iteration left around 1400 violations.
- The area of the mapped netlist is ~9700 um2, for reference.
- The signal arrival time at the worst endpoint is slightly below 8 ns, for reference.
- The site row count is 50, for reference.
- In this run, placement finished with an instance count of roughly 1600.
- The cell-internal power is between 0.2 and 0.25 mW, for reference.
- The placed wire-length estimate is around 34 mm, for reference.
- By instance count, the cell type seen most on the critical path is clkdlybuf4s50_1.
==> layout by cell type, fill, tap and decap left out, drive strengths merged, types with 8 or more instances in the layout <==
cell           synthesis  routed
nand2                137     137
a21oi                116     116
nor2                 100     100
clkdlybuf4s50          0      97
ha                    96      96
inv                   95      95
o21ai                 69      69
mux4                  56      56
mux2i                 47      47
nand3                 40      40
buf                   46      38
nor3                  31      31
o22ai                 27      27
nor4                  26      26
o211ai                22      22
a211oi                20      20
mux2                  18      18
nand2b                17      17
a221oi                17      17
o221ai                17      17
a221o                 17      17
a31oi                 16      16
nand4                 15      15
xnor2                 13      13
o31ai                 13      13
and3                  13      13
o31a                  11      11
a22oi                 10      10
a211o                 10      10
or3                    9       9
a21o                   8       8
o21bai                 8       8
or4                    8       8
==> cell families after synthesis <==
group	Yosys count	synth area share [%]
and+or+nand+nor	445	23.1
buffers and inverters	219	10.5
AOI/OAI and AO/OA	448	32.2
xor gates and xnor gates	15	1.36
adders and majority gates	98	12.8
muxes	121	20.0
==> routing by layer <==
metal | track usage, % | wire length, um | vias up
met5 | 0 | 8 | -
met4 | 19.7 | 2400 | 2
met3 | 13.0 | 5680 | 156
met2 | 66.5 | 18700 | 868
met1 | 62.7 | 17400 | 5490
li1 | - | - | 5169
==> worst paths after layout <==
kind                  start    to  slack [ns]  depth (start not counted)
worst max-delay path   b[4]  zero        1.61                         16
worst min-delay path   b[2]  o[3]        6.16                          6
==> final cells by class <==
type / count / area (um2)
Antenna cell: 1 / 2.50
Inverter: 96 / 360
Tap cell: 260 / 325
Timing Repair Buffer: 135 / 1250
Fill cell: 1811 / 8220
Multi-Input combinational cell: 1127 / 8670
==> stage by stage <==
stage	power [mW]	utilization, %
after floorplan	0.325	-
after global placement	0.504	56.3
after detailed placement	0.504	56.3
after CTS	0.507	56.3
after global routing	0.556	56.3
final	0.522	56.3
==> power groups by stage <==
stage	clock, mW	combinational (mW)	sequential [mW]
global route	0	0.556	0
CTS	0	0.507	0
finish	0.00000000000327	0.522	0
Power is estimated from default activity; no workload was simulated.
