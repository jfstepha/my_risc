File: flow/config.mk
export PLATFORM = sky130hd
export DESIGN_NAME = regfile
export DESIGN_NICKNAME = regfile
export VERILOG_FILES = /design/flow/design.v
export SDC_FILE = /design/flow/constraint.sdc
export NUM_CORES = 4
export LEC_CHECK = 1
export CORE_UTILIZATION = 50
File: flow/constraint.sdc
current_design regfile

set clk_period 10.6
set clk_io_pct 0.2

create_clock -name clk0 -period $clk_period [get_ports {clk}]

set non_clock_inputs [all_inputs -no_clocks]
set_input_delay [expr $clk_period * $clk_io_pct] -clock clk0 $non_clock_inputs
set_output_delay [expr $clk_period * $clk_io_pct] -clock clk0 [all_outputs]
File: flow/run.sh
#!/bin/bash
# OpenROAD 26Q1-2900-gdf79404cd8, Yosys 0.63+post, stock flow scripts
make -C /OpenROAD-flow-scripts/flow DESIGN_CONFIG=/design/flow/config.mk WORK_HOME=/design/flow/orfs finish
File: flow/design.v
module regfile
(
    input clk,
    input we,
    input [4:0] rs1,
    input [4:0] rs2,
    input [4:0] waddr, 
    input [31:0] wdat,
    output [31:0] rdat1,
    output [31:0] rdat2   
);
reg[31:0] reg_array[31:0];
integer i;
initial begin
  for( i=0; i<32; i++ )
    reg_array[i] = 0;
end
assign rdat1 = reg_array[rs1];
assign rdat2 = reg_array[rs2];
always @ (negedge clk) begin
    if (we) begin
        if (waddr > 0) begin
           reg_array[waddr] <= wdat;
        end
    end
end
endmodule
==> results.txt <==
flow finished, numbers: Worst Setup EP rdat1[11], Rows 114, critical-path maximum fanout 2, post-synth cell types 25, root buffer cell clkbuf_16, share of post-route cells with drive strength above 1 0.0790, first-pass GRT wire length 216000 um, CP max stage cell clkdlybuf4s50_1, Sink Count 1024, leakage approximately 26 nW, IO buf count 112, worst-margin pin slew 855 ps, # setup viols final 0, placed insts 4683, CTS Buffer Depth 3, Area Overhead vs Synth 21.7%, Synth Area per Inst 14.4 um2, routed vias 34172, Seq share, synth 0.631, biggest regs reg_array (1024), post-CTS setup buffer count 0, worst hold path type in -> out, vias in the first global route 37785, Worst Setup SP reg_array[4][11], outcome finished clean, Largest register FFs 1024, Die Y 314 um, Max Cap Violations 0, die area roughly 99000 um2, largest net degree at the start of global routing 93, starting DRC count in detailed routing 2020, unrepaired setup endpoints after global routing no, GRT Util Overall 0.327, Final Power ~0.011 W, tool warning count approximately 1000, Mapped Area 48800 um2, Antenna Nets Post-Route 0, post-CTS resize count 0, drt wl/cell between 20 and 25 um, ys cells ~3400, setup TNS 0 ps, Initial Util 0.504, worst-path cell chain mux2i_1 > a22o_1 > nor3_1 > a31oi_1 > nand3_1 > clkdlybuf4s50_1, chip width 314 um, TritonCTS clock tree yes, WP data arrival about 8200 ps, number of synthesized register bits roughly 1000, Top reg by flops reg_array, Final Max Tran Viols 0, Clock transition at path regs 30 ps, I/O Pins 113, post-DP HPWL 80400 um, Mapped Cells between 3000 and 4000, Setup Crit Path Kind reg -> out, CTS Hold Bufs 0, TritonCTS Buffers 112, GP Congestion 0.895, Pwr per Cell Area 184 nW/um2, vias per std cell between 5 and 6, synth warn 1, CP Capture Type output pin, drt pass-1 iters 6, WHS 5590 ps, hold violation total from the final report 0, Core ar. 96700 um2, startpoint types flop, Non-Filler Instances roughly 6000, Req. time, crit path 8480 ps, initial antenna violation count 2, final wirelength 145000 um, H-tree depth 3, global route overflow 0, Worst VDD drop 145 uV, slowest stage delay, CP 530 ps, Min-Delay Startpoint rs1[1], area figure in the yosys stat output 48800 um2, DR DRC count 0, Rel. slew slack 0.429
[power breakdown]
group | switching (W) | total (W) | internal [W]
registers | 0.0000238 | 0.00458 | 0.00455
clock network | 0.00250 | 0.00550 | 0.00300
logic | 0.000525 | 0.000842 | 0.000317
total | 0.00305 | 0.0109 | 0.00787
[routing by layer]
metal,routed length [um],global-route usage
met1,51800,0.404
met4,4030,0.125
met3,23300,0.253
met5,160,0.0140
met2,66100,0.446
[metrics by stage]
stage / utilization / instance area (um2) / setup WS (ps)
CTS: 0.614 / 59300 / 395
global route: 0.614 / 59300 / 93.6
finish: 0.614 / 59300 / 251
global placement: 0.534 / 51600 / 755
floorplan: - / 48900 / 760
detailed placement: 0.534 / 51600 / 793
[cell usage after synthesis]
library cell | instances | area (um2)
mux2i_1 | 1024 | 10200
a22o_1 | 128 | 1120
conb_1 | 1 | 3.75
clkbuf_4 | 4 | 30.0
nand2_1 | 195 | 732
buf_4 | 52 | 390
nand3b_1 | 5 | 37.5
buf_1 | 10 | 37.5
edfxtp_1 | 1024 | 30700
a21oi_1 | 192 | 961
inv_1 | 1 | 3.75
nor2_1 | 34 | 128
nand2b_1 | 4 | 25.0
or3_1 | 1 | 6.26
a22oi_1 | 192 | 1440
and2_1 | 2 | 12.5
nor3_1 | 64 | 320
clkbuf_1 | 71 | 267
a31oi_1 | 64 | 400
nor2b_1 | 4 | 25.0
or3b_2 | 3 | 26.3
buf_6 | 37 | 417
nand3_1 | 194 | 971
or2_2 | 2 | 12.5
buf_2 | 79 | 395
[worst max-delay path: cells and delay by family (launching register included)]
| kind | cells | cell delay (ps) |
|---|---|---|
| buf+inv | 1 | 530 |
| compound gates | 2 | 660 |
| mux | 1 | 160 |
| flops | 1 | 380 |
| simple gates | 2 | 510 |
[logic make-up (layout without fill, tap and decap cells)]
family | after synthesis | count (layout) | synth area share
AOI/OAI and AO/OA | 576 | 576 | 0.0805
and+or+nand+nor | 508 | 508 | 0.0471
buffers and inverters | 254 | 1470 | 0.0316
other | 1 | 33 | 0.0000769
muxes | 1024 | 1024 | 0.210
DFF | 1024 | 1024 | 0.631
[how the worst min path moves through the flow]
stage	to	slack, ps	depth (start not counted)
after CTS	rdat1[14]	5620	6
after global routing	rdat2[10]	5690	6
final	rdat1[14]	5590	6
[area by class of cell]
cell class	count	area (um2)
Fill cell	6990	37400
Multi-Input combinational cell	2140	16900
Tap cell	1276	1600
Antenna cell	1	2.50
Clock inverter	1111	4800
Timing Repair Buffer	242	2370
Sequential cell	1024	30700
Clock buffer	117	2930
[placed cells by master (no fill, tap or decap), drive strengths merged, types with 2 or more instances in the layout]
cell	synthesis	routed
nand2b	4	4
or2	2	2
a22oi	192	192
nand3	194	194
edfxtp	1024	1024
bufinv	0	21
clkbuf	75	117
nor3	64	64
a31oi	64	64
buf	178	132
and2	2	2
inv	1	1050
clkinvlp	0	38
a21oi	192	192
nor2	34	34
clkdlybuf4s50	0	110
mux2i	1024	1024
a22o	128	128
nand3b	5	5
clkinv	0	2
conb	1	32
nand2	195	195
or3b	3	3
nor2b	4	4
Power is estimated from default activity; no workload was simulated.
